==> /design/flow/design.v <==
`timescale 1ns / 1ps
module test43
#(
    parameter WIDTH	= 8 ,
                DEPTH = 8   ,
                YWD = WIDTH+clogb2(DEPTH)
)
(
    input					clk			,
    input					rst_n		,
    input       [WIDTH-1:0] i_data      ,
    output  reg [YWD-1:0]   o_y 
);
reg     [WIDTH-1:0]     data_r      [DEPTH-1:0];
integer i;
always @(posedge clk or negedge rst_n) begin
    if (!rst_n) begin
        for ( i=0 ;i<DEPTH ;i=i+1 ) begin
            data_r[i] <= 'd0;
        end
    end else begin
        data_r[0] <= i_data;
        for ( i=1 ;i<DEPTH ;i=i+1 ) begin
            data_r[i] <= data_r[i-1];
        end
    end
end
reg     [YWD-1:0] sum_comb;
always @(*) begin
    sum_comb = 'd0;
    for ( i=0 ;i<DEPTH ; i=i+1) begin
        sum_comb = sum_comb + data_r[i];
    end
end
always @(posedge clk or negedge rst_n) begin
    if (!rst_n) begin
        o_y <= 'd0;
    end else begin
        o_y <= sum_comb;
    end
end
function integer clogb2 (input integer depth);
    begin
        for(clogb2=0; depth>1; clogb2=clogb2+1)
        depth = depth >> 1;
    end
endfunction
endmodule
==> /design/flow/run.sh <==
#!/bin/bash
# OpenROAD 26Q1-2900-gdf79404cd8, Yosys 0.63+post, stock flow scripts
make -C /OpenROAD-flow-scripts/flow DESIGN_CONFIG=/design/flow/config.mk WORK_HOME=/design/flow/orfs finish
==> /design/flow/config.mk <==
export PLATFORM = sky130hd
export DESIGN_NAME = test43
export DESIGN_NICKNAME = test43
export VERILOG_FILES = /design/flow/design.v
export SDC_FILE = /design/flow/constraint.sdc
export NUM_CORES = 4
export LEC_CHECK = 1
export CORE_UTILIZATION = 30
==> /design/flow/constraint.sdc <==
current_design test43

set clk_period 6.0
set clk_io_pct 0.2

create_clock -name clk0 -period $clk_period [get_ports {clk}]

set non_clock_inputs [all_inputs -no_clocks]
set_input_delay [expr $clk_period * $clk_io_pct] -clock clk0 $non_clock_inputs
set_output_delay [expr $clk_period * $clk_io_pct] -clock clk0 [all_outputs]
==> flow_metrics.env <==
# yosys + openroad results
export IMPL_io_pins=21
export IMPL_crit_buf_inv=4
export IMPL_timing_critical_path_slowest_stage_cell="fa_1"
export IMPL_syn_to_final_growth_pct=18.9
export IMPL_required_ns=6.19
export IMPL_fmax_mhz=244
export IMPL_fin_cells=447
export IMPL_yosys_area_top_type="dfrtp_1"
export IMPL_antenna_left=0
export IMPL_wire_per_inst_um=9.57
export IMPL_synthAoiAreaFrac_pct=2.12
export IMPL_p_comb_share_pct=40.9
export IMPL_ys_sh_simple_pct=0.956
export IMPL_relSlewSlack_pct=61.7
export IMPL_ctsLongestPathBuffers=2
export IMPL_path_clk_slew_ns=0.05
export IMPL_numSynthFlops=75
export IMPL_r2r_cells=14
export IMPL_power_switching_mw=0.606
export IMPL_layout_top_cells="inv_1 (111), dfrtp_1 (75), fa_1 (47)"
export IMPL_whs_ns=0.370
export IMPL_overflow=0
export IMPL_track_usage_pct=8.50
export IMPL_synth_cell_area_um2=3530
export IMPL_finalHoldViolCount=0
export IMPL_xor_area_share_pct=1.49
export IMPL_drc=0
export IMPL_drtIter0Drc=50
export IMPL_cts_htree_levels=3
export IMPL_mux_area_share_pct=0
export IMPL_hold_buffers=0
export IMPL_stdcell_area_um2=4200
export IMPL_holdPathStages=0
export IMPL_numCtsBuffers=9
export IMPL_clkPwrFrac_pct=27.0
export IMPL_postSynthSeqShare_pct=53.1
export IMPL_synthesis_instances=268
export IMPL_cts_resized_gates=0
export IMPL_initial_core_util_pct=30.8
export IMPL_coreArea_um2=11500
export IMPL_vias=1691
export IMPL_skew_ns=0.00637
export IMPL_synthTopCellsByArea="dfrtp_1 (53%), fa_1 (27%), inv_1 (12%)"
export IMPL_dpl_worst_slack_ns=1.90
export IMPL_cpPeakStageDelay_ns=0.54
export IMPL_layout_drive_gt1_share_pct=6.25
export IMPL_placed_area_um2=3920
export IMPL_top_cell_area_share_pct=53.1
export IMPL_mostFrequentLayoutCell="inv_1"
export IMPL_maxCapViolCount=0
export IMPL_wl_met3_um=239
export IMPL_rsz0062_at_grt="no"
export IMPL_antenna_found_initial=0
export IMPL_power_internal_mw=1.28
export IMPL_utilization_pct=36.6
export IMPL_synth_area_per_cell_um2=13.2
export IMPL_status="finished clean"
export IMPL_synth_warnings=2
export IMPL_critPathMaxFanout=2
export IMPL_sequentialPowerShare_pct=32.1
export IMPL_post_drt_via_cell_ratio=3.78
export IMPL_die_height_um=111
export IMPL_ys_cells=268
export IMPL_period_used_pct=68.2
export IMPL_cts_root_buf="clkbuf_16"
export IMPL_setup_ws_ns=1.91
export IMPL_clk_latency_ns=0.33
export IMPL_hold_path_class="register to register"
export IMPL_fin_crit_ns=4.09
export IMPL_path_cells="inv_1, fa_1, inv_1, fa_1, fa_1, inv_1, fa_1, inv_1, ha_1, fa_1, a21oi_2, nor2b_1, a311oi_2, o21ai_0"
export IMPL_synth_cell_type_count=16
export IMPL_p_leak_nw=2.18
export IMPL_warnings=25
export IMPL_die_x_um=111
export IMPL_path_depth=14
export IMPL_top_layer="met4"
export IMPL_ir_drop_uv=291
export IMPL_r2r_start="data_r[0][2]"
export IMPL_p_total_mw=1.88
export IMPL_dp_hpwl_um=3270
export IMPL_grt_pass1_wl_um=8140
export IMPL_dieArea_um2=12200
export IMPL_place_inst=432
export IMPL_yosysChipArea_um2=3530
export IMPL_wl_met1_um=1980
export IMPL_grt_max_degree=49
export IMPL_finalSetupTns_ns=0
export IMPL_logic_family="adder cells"
export IMPL_crit_path_end_kind="register"
export IMPL_first_pass_iters=3
export IMPL_wirelength_um=4280
export IMPL_worstPathArrival_ns=4.29
export IMPL_slew_violations=0
export IMPL_yosys_area_share_adder_pct=30.5
export IMPL_rows=39
export IMPL_cts_sinks=75
export IMPL_setup_viol=0
export IMPL_critPathLaunchType="register"
export IMPL_gp_congestion=0.729
export IMPL_worst_pin_slew_ns=0.575
export IMPL_grt_pass1_vias=1908
export IMPL_antenna_cells=0
export IMPL_power_density_nw_per_um2=448
export IMPL_cts_tree="built"
export IMPL_hp_start="data_r[2][4]"
export IMPL_cp_top_family="adder cells"
export IMPL_swShare_pct=32.2
export IMPL_crit_top_cell="fa_1"
export IMPL_min_to="data_r[3][4]"
export IMPL_critical_path_class="register to register"
export IMPL_postCtsSetupBuffers=0
export IMPL_io_buffers=20
export IMPL_r2r_setup_slack_ns=1.91
export IMPL_rr_endpoint="o_y[10]"
export IMPL_crit_start="data_r[0][2]"
export IMPL_route_met2_wl_um=1980
flip-flops by register name (all words and copies together) (netlist names):
register,cells
data_r,64
o_y,11
power groups by stage:
stage	clock network [mW]	registers, mW	logic [mW]
after global routing	0.542	0.613	0.908
after CTS	0.523	0.606	0.792
final	0.508	0.605	0.770
logic make-up after synthesis:
logic type / Yosys count
and+or+nand+nor: 7
adders and majority gates: 58
buffers and inverters: 111
DFF: 75
AOI/OAI and AO/OA: 11
xor gates and xnor gates: 6
final cells by class:
cell class              count  area [um2]
fillers                  1062        7270
flip-flops and latches     75        1880
repair buffers             21         205
well taps                 143         179
clock buffers               9         225
inverters                 111         417
clock inverters             6        57.6
multi-input cells          82        1240
metal layers:
metal / vias up / global-route usage [%]
met5: - / 0
li1: 797 / -
met2: 26 / 13.1
met3: 9 / 3.25
met1: 859 / 12.3
met4: 0 / 1.07
worst max-delay path by stage:
stage                 endpoint  slack (ns)
final                  o_y[10]        1.91
after global routing   o_y[10]        1.71
after CTS              o_y[10]        1.89
cell usage after synthesis:
cell type  count
nand4_1        1
o21ai_0        2
ha_1          11
inv_1        111
nand2_1        2
a21oi_2        1
xor2_1         2
nor2b_1        2
dfrtp_1       75
nor2_1         2
a21oi_1        4
xnor2_1        4
a31oi_1        1
fa_1          47
a21o_1         2
a311oi_2       1
No activity file was given, so power comes from the tool's default toggle rates.
