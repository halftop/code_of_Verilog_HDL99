<file path="/design/flow/design.v">
`timescale 1ns / 1ps
module test40(
    input               clk     , 
    input               rst_n   , 
    input       [1:0]   mode    , 
    input       [7:0]   din     , 
    output      [7:0]   dout    
    );
reg [7:0] tap [6:0];
reg [8:0] product [3:0];
reg [7:0] dout_r;
integer i;
always @(posedge clk or negedge rst_n) begin
    if (!rst_n) begin
        for (i = 0; i <= 6; i = i + 1) begin
            tap[i] <= 8'd0;
        end
    end else begin
        for (i = 6; i > 0; i = i - 1) begin
            tap[i] <= tap[i-1];
        end
        tap[0] <= din;
    end
end
always @(posedge clk or negedge rst_n) begin
    if (!rst_n) begin
        for (i = 0; i <= 3; i = i + 1) begin
            product[i] <= 8'd0;
        end
    end else begin
        case (mode)
            2'd1: begin
                product[0] = (tap[0] + tap[2]) >> 2;
                product[1] = tap[1] >> 1;
            end
            2'd2: begin
                product[0] = (tap[0] + tap[4]) >> 3;
                product[1] = (tap[1] + tap[2] + tap[3]) >> 2;
            end
            2'd3: begin
                product[0] = (tap[0] + tap[6]) >> 4;
                product[1] = (tap[1] + tap[5]) >> 3;
                product[2] = ((tap[2] + tap[4]) * 3) >> 4;
                product[3] = tap[3] >> 2;
            end
            default: ;
        endcase
    end
end
always @(posedge clk or negedge rst_n) begin
    if (!rst_n) begin
        dout_r <= 8'd0;
    end else begin
        case (mode)
            2'd1: dout_r <= product[0] + product[1];
            2'd2: dout_r <= product[0] + product[1];
            2'd3: dout_r <= (product[0] + product[1]) + (product[2] + product[3]);
            default: dout_r <= din;
        endcase
    end
end
assign dout = dout_r;
endmodule
</file>
<file path="/design/flow/run.sh">
#!/bin/bash
# OpenROAD 26Q1-2900-gdf79404cd8, Yosys 0.63+post, stock flow scripts
make -C /OpenROAD-flow-scripts/flow DESIGN_CONFIG=/design/flow/config.mk WORK_HOME=/design/flow/orfs finish
</file>
<file path="/design/flow/config.mk">
export PLATFORM = sky130hd
export DESIGN_NAME = test40
export DESIGN_NICKNAME = test40
export VERILOG_FILES = /design/flow/design.v
export SDC_FILE = /design/flow/constraint.sdc
export NUM_CORES = 4
export LEC_CHECK = 1
export CORE_UTILIZATION = 50
</file>
<file path="/design/flow/constraint.sdc">
current_design test40

set clk_period 6.9
set clk_io_pct 0.2

create_clock -name clk0 -period $clk_period [get_ports {clk}]

set non_clock_inputs [all_inputs -no_clocks]
set_input_delay [expr $clk_period * $clk_io_pct] -clock clk0 $non_clock_inputs
set_output_delay [expr $clk_period * $clk_io_pct] -clock clk0 [all_outputs]
</file>
==> Slide: Implementation Results <==
Implementation Results

Critical path
  • Worst reg2reg startpoint: product[1][0]$_DFFE_PN0P_
  • Critical path startpoint category: input pin
  • FF-to-FF setup slack: 3.32 ns
  • Crit path max fanout: 21
  • CP Capture Type: flop
  • Critical path type: input pin to flop
  • Reg2reg end: dout_r[6]$_DFF_PN0_
  • Worst R2R Path Depth: 13
  • Crit path DRT: between 7 and 8 ns
  • Crit path DAT: ~3.9 ns

CTS
  • Clock latency on the worst-skew pair: approximately 0.35 ns
  • Sink Count: roughly 91
  • Hold buffers post-CTS: 0
  • Resized cells post-CTS: 0
  • Htree depth: 3
  • Clk Tree Root Cell: clkbuf_16
  • CTS Buffer Depth: 2
  • TritonCTS Buffers: 9
  • TritonCTS clock tree: yes
  • Post-CTS setup repair buffer count: 0
  • Clk pin slew, worst setup/hold paths: approximately 0.06 ns

Route
  • Total Wirelength: around 13000 µm
  • Routed wire length per instance: around 19 µm
  • First-iteration detailed-routing DRC count: between 150 and 200
  • Detailed Routing Iterations Pass 1: 4
  • Remaining DRCs: 0
  • Vias: 4132
  • Diode count: 0
  • Avg Vias per Cell: just under 6
  • ANT nets after route: 0

Power and ir drop
  • Sw Ratio: 0.3496
  • P_int: approximately 1.4 mW
  • Flop pwr share: 0.315
  • Overall power: 2.119 mW
  • Power density cells: around 330 nW/µm²
  • Peak supply drop: 0.3052 mV
  • Lkg Pwr: 2.841 nW
  • Clock share of power: 0.254
  • Switching pwr: 0.7408 mW
  • Comb pwr share: 0.432

Timing
  • Fin. max-slew vios: 0
  • Least-Margin Pin Slew: 0.9755 ns
  • Layout Skew: between 0.008 and 0.009 ns
  • RSZ-0062 raised after global routing: false
  • Final TNS setup: 0 ns
  • Final Hold Vio Count: 0
  • Max-Slew Margin vs Limit: 0.3473
  • Endpoints failing setup: 0
  • Tcrit/Tclk final: 0.5279
  • Fin crit period: around 3.6 ns
  • Fmax: between 0.2 and 0.3 GHz

Global routing
  • Antenna violations before repair: 0
  • Global route total overflow: 0
  • Total GRT Usage: 0.2575
  • Global-route wire length before repair: roughly 22000 µm
  • Vias in the first global route: 4215
  • Largest net degree at the start of global routing: approximately 61

Run
  • Tally of OpenROAD warnings: 30
  • Max_cap viols: 0

Yosys
  • Ys cells: ~530
  • Seq share, synth: 0.3995
  • Async SR Flop Fraction: 1.000
  • Synth cell types: ~60
  • Yosys warning tally: 3
  • Flip-flops with a built-in enable: 0
  • Synth Cell Area: 5700 µm²
  • Syn_area_per_cell: between 10 and 15 µm²
  • Synth flops: around 90
  • Dominant synthesized flop cell: dfrtp_1
  • Chip Area, Yosys: about 5700 µm²
  • Post-Synthesis Cells: 530

Worst hold path
  • Hold Crit Start: tap[5][0]$_DFF_PN0_
  • Hold path depth: 0
  • Hold Path Class: flop to flop
  • Hold path endpoint: tap[6][0]$_DFF_PN0_

Floorplanning
  • Die ar.: between 10000 and 15000 µm²
  • Area of the core: between 10000 and 15000 µm²
  • Die W: between 100 and 150 µm
  • FP Rows: 38
  • IO Pins: 20
  • Die height: between 100 and 150 µm
  • FP Util: 0.5190

Layout
  • Flop area: 2277 µm²
  • Number of fill cells in the layout: around 890
  • Logic area: between 3000 and 4000 µm²
  • Final design utilization: 0.5796
  • Area Overhead vs Synth: 11.68%
  • Share of layout cells above drive strength 1: 0.06115

Place
  • Routability congestion estimate: 0.8664
  • Input/output buffers: 19
  • Dpl hpwl: 9942 µm

Outcome
  • Status: completed
==> worst max-delay path by stage <==
stage / slack (ns) / end / cells after the start / from
after CTS: 3.29 / product[1][4]$_DFFE_PN0P_ / 8 / mode[0]
after global routing: 3.11 / product[1][4]$_DFFE_PN0P_ / 8 / mode[0]
final: 3.26 / product[1][4]$_DFFE_PN0P_ / 8 / mode[0]
==> cells in the final DEF (no fill, tap or decap), drive strengths merged, types with 4 or more instances in the layout <==
cell type      netlist  final
nor2b                6      6
fa                  17     17
a21boi               4      4
or3                  5      5
nand2b               4      4
mux2                 6      6
nand4                7      7
a21oi               37     37
nor3                18     18
dfrtp               91     91
nand2               28     28
o211ai               5      5
nand3b               6      6
a2bb2oi              4      4
o21ai               22     22
nand3               18     18
a21o                17     17
xor2                 9      9
a31oi                7      7
o2111ai              4      4
inv                 30     30
clkdlybuf4s50        0     18
ha                  70     70
nor2                21     21
o21a                 6      6
clkbuf              10     11
o31ai                4      4
a211oi               4      4
xnor2               14     14
a22oi                5      5
a221oi               8      8
==> critical path: stages <==
cell             delay, ns
clkdlybuf4s50_1       0.42
inv_1                 0.11
ha_1                  0.66
nor2_1                0.43
a221oi_1              0.39
o2111ai_1             0.15
a221oi_1              0.22
a2bb2oi_1             0.10
==> routing by layer <==
layer	global-route usage	vias to the layer above	wire [µm]
li1	-	2032	-
met2	0.3865	94	5812
met1	0.3898	1987	6019
met4	0.04151	0	258
met5	0	-	0
met3	0.08653	19	967
==> stage by stage <==
stage	worst slack (ns)	instances	hold WS, ns	instance area, µm²
2_1_floorplan	3.690	530	0.3533	5700
3_3_place_gp	3.015	680	0.3692	6037
3_5_place_dp	2.932	680	0.3738	6037
4_1_cts	3.289	696	0.3878	6366
5_1_grt	3.106	696	0.4045	6366
6_report	3.257	696	0.3900	6366
==> synth_stat cells (all sizes together) (14+ instances only) <==
library cell | n | area [µm²]
o21ai | 22 | 110.1
a21oi | 37 | 185.2
xnor2 | 14 | 122.6
dfrtp | 91 | 2277
nor3 | 18 | 100.1
inv | 30 | 112.6
a21o | 17 | 127.6
nand3 | 18 | 95.09
nor2 | 21 | 78.83
nand2 | 28 | 105.1
fa | 17 | 340.3
ha | 70 | 875.8
==> state kept, by name, indices dropped and copies added (netlist names) <==
name     flops
product     27
dout_r       8
tap         56
==> kinds of logic (layout without fill, tap and decap cells) <==
family	Yosys count	count (layout)	synth area share
flops	91	91	0.3995
compound gates	153	153	0.1916
xor+xnor	23	23	0.03534
buf+inv	41	67	0.02700
fa+ha+maj	87	87	0.2133
mux	9	9	0.01778
simple gates	126	126	0.1155
==> layout make-up <==
class                   instances  share of cell area
multi-input cells             398              0.5136
clock inverters                 5             0.01356
inverters                      30             0.01769
well taps                     140             0.02752
repair buffers                 21             0.03184
clock buffers                  11             0.03813
flip-flops and latches         91              0.3577
==> power groups by stage <==
| stage | Clock (mW) | Sequential [mW] | Combinational, mW |
|---|---|---|---|
| after CTS | 0.549 | 0.667 | 0.924 |
| after global routing | 0.572 | 0.677 | 1.03 |
| final | 0.537 | 0.667 | 0.915 |
Power and IR drop assume default switching activity.
