--- design/flow/run.sh ---
#!/bin/bash
# OpenROAD 26Q1-2900-gdf79404cd8, Yosys 0.63+post, stock flow scripts
make -C /OpenROAD-flow-scripts/flow DESIGN_CONFIG=/design/flow/config.mk WORK_HOME=/design/flow/orfs finish
--- design/flow/config.mk ---
export PLATFORM = sky130hd
export DESIGN_NAME = fir
export DESIGN_NICKNAME = fir
export VERILOG_FILES = /design/flow/design.v
export SDC_FILE = /design/flow/constraint.sdc
export NUM_CORES = 4
export LEC_CHECK = 1
export CORE_UTILIZATION = 50
--- design/flow/constraint.sdc ---
current_design fir

set clk_period 6.2
set clk_io_pct 0.2

create_clock -name clk0 -period $clk_period [get_ports {clk}]

set non_clock_inputs [all_inputs -no_clocks]
set_input_delay [expr $clk_period * $clk_io_pct] -clock clk0 $non_clock_inputs
set_output_delay [expr $clk_period * $clk_io_pct] -clock clk0 [all_outputs]
--- design/flow/design.v ---
`timescale 1ns / 1ps
module fir
#(
    parameter   DIN_WIDTH    = 8    ,    
                FIR_TAP      = 4    ,    
                COEF_WIDTH   = 8    ,    
                DOUT_WIDTH   = 8        
)
(
    input           clk         ,
    input           rst_n       ,
    input           load_sw     ,                
    input       [ DIN_WIDTH-1:0]    data_in ,    
    input       [COEF_WIDTH-1:0]    coff_in ,    
    output      [DOUT_WIDTH-1:0]    data_out     
    );
localparam  PROD_WIDTH   = DIN_WIDTH + COEF_WIDTH,  
            ADD_WIDTH    = PROD_WIDTH + clogb2(FIR_TAP) ; 
reg [DIN_WIDTH-1:0] data_in_r;
wire [ADD_WIDTH-1:0] data_out_w;
reg [COEF_WIDTH-1:0] coff [FIR_TAP-1:0];     
wire [PROD_WIDTH-1:0] prod [FIR_TAP-1:0];    
reg [ADD_WIDTH-1:0] sum [FIR_TAP-1:0];       
always @(posedge clk or negedge rst_n) begin: LOAD
    integer i;
    if (!rst_n) begin
        for (i = 0; i <= FIR_TAP-1; i = i +1) begin
            coff[i] <= 'd0;
        end
        data_in_r <= 'd0;
    end else if(!load_sw) begin      
        coff[FIR_TAP-1] <= coff_in;
        for (i = FIR_TAP-1; i > 0; i = i -1) begin
            coff[i-1] <= coff[i];
        end
    end else begin
        data_in_r <= data_in;        
    end
end
genvar k;
generate
    for (k = 0; k < FIR_TAP; k = k + 1) begin
        assign prod[k] = data_in_r * coff[k];
    end
endgenerate
always @(posedge clk or negedge rst_n) begin: SOP
    integer m;
    if (!rst_n) begin
        for (m = 0; m < FIR_TAP; m = m + 1) begin
            sum[m] <= 'd0;
        end
    end else begin
        sum[FIR_TAP-1] <= prod[FIR_TAP-1];
        for (m = FIR_TAP-1; m > 0; m = m - 1) begin
            sum[m-1] <= prod[m-1] + sum[m];
        end
    end
end
assign data_out_w = sum[0];
assign data_out = data_out_w[ADD_WIDTH-1:ADD_WIDTH-DOUT_WIDTH];
function integer clogb2 (input integer depth);
    begin
        for(clogb2=0; depth>1; clogb2=clogb2+1)
        depth = depth >> 1;
    end
endfunction
endmodule
==> results_slide.txt <==
Implementation Results

Outcome
  • Result of the run: completed

Clocking
  • Number of buffers inserted for hold repair after clock tree synthesis: 0
  • Worst skew pair latency: 350 ps
  • Clk root buf: sky130_fd_sc_hd__clkbuf_16
  • Number of buffers inserted during clock tree synthesis: 9
  • PostCTS Resize Cnt: 0
  • Clock-pin transition on the worst setup and hold timing paths: 60 ps
  • Maximum buffer depth of the clock tree: 2
  • H-tree levels: 3
  • CTS tree: done
  • Count of clock tree sinks: 99
  • Post-CTS Repair Setup Buffers: 0

Drt
  • Vias per cell: 4.94
  • DRC Markers: 0
  • Iteration tally of the first detailed-router pass: 4
  • Antenna Cells: 0
  • 1st-iter DRT viols: 208
  • Routed wirelength normalized by instance count: 14.0 um
  • Total Routed Length: 23.4 mm
  • Antenna violation net count after detailed routing: 0
  • Total number of vias: 8269

Setup path
  • Cells traversed along the worst timing path: buf_4 -> nand2_1 -> fa_1 -> inv_1 -> ha_1 -> ha_1 -> inv_1 -> fa_1 -> inv_1 -> ha_1 -> fa_1 -> a211oi_1 -> nor2_1 -> or4_1 -> a21boi_0 -> o21bai_1 -> xor2_1
  • Slowest-stage cell, CP: sky130_fd_sc_hd__dfrtp_1
  • Critical Path Source: data_in_r[2]
  • Crit Reg-Reg Startpoint: data_in_r[2]
  • Worst setup path class: reg -> reg
  • Nature of the critical path endpoint: flop
  • Arrival time reported for the critical path endpoint: 5220 ps
  • Buffering stage count on the worst path with inverters included: 4
  • Worst EP required: 6430 ps
  • Startpoint kind of the worst setup timing path: flop
  • Crit-path max FO: 24
  • Stage delay of the slowest cell on the critical path: 900 ps
  • Top Family by Delay on Critical Path: adder cells

Finish
  • Area growth syn-to-layout: 6.55%
  • Most common cell after layout, fill and taps aside: sky130_fd_sc_hd__inv_1
  • Share of post-route cells with drive strength above 1: 0.0551
  • Non-filler instance count after layout: 1673
  • Fillcell total: 2284
  • Most used cells in the layout excluding fill and tap cells: sky130_fd_sc_hd__inv_1, sky130_fd_sc_hd__fa_1, sky130_fd_sc_hd__and2_1

Final timing
  • Number of hold violations in the final report: 0
  • Setup repair after global routing missed its margin: false
  • Final setup fails: 0
  • Worst-case clock skew: 11.1 ps
  • Final Max Slew Viols: 0
  • Final-layout setup total negative slack: 0 ps
  • Minimum clock period after layout: 4990 ps
  • Peak clock frequency supported by timing: 200 MHz
  • Slew headroom: 0.428
  • Setup slack after layout: 1210 ps
  • Share of the clock period used by the worst path: 0.805
  • Measured slew at the worst slew-check pin: 858 ps

Placed design
  • Port Buffer Count: 26
  • Post-placement worst setup slack: 1180 ps
  • HPWL after DPL: 18.7 mm
  • Placer's final routability congestion estimate: 0.832
  • Post-Place Cells: 1658

Logic synthesis
  • Synthesized area divided by synthesized cell count: 9.53 um^2
  • Number of register bits inferred by synthesis: 99
  • Post-Synth XOR/XNOR Area: 0.0275
  • Leading register cell type out of synthesis: sky130_fd_sc_hd__dfrtp_1
  • Combinational family with the most area after synthesis: adder cells
  • Chip area from the yosys synthesis statistics: 0.0128 mm^2
  • Mux share: 0.0370
  • Number of synthesized flops with an enable pin: 0
  • Number of distinct library cell variants in the gate-level netlist after synthesis: 53
  • And+or+nand+nor area frac: 0.133
  • Register area share after synthesis: 0.194
  • Synthesized area: 0.0128 mm^2
  • Gate count of the mapped netlist: 1338
  • Number of synthesis warnings: 3
  • Yosys cell count: 1338
  • Adder-Cell Fraction of Synth Area: 0.437
  • Async set-reset flop share out of synthesis: 1.00
  • Compound-cell area share of the yosys netlist: 0.0576

Die
  • Area of the chip: 0.0262 mm^2
  • I/O pins: 27
  • Number of placement rows: 58
  • Die x size: 162 um
  • Floorplan Core Area: 0.0251 mm^2
  • Share of the core filled by cells before placement: 0.508
  • Vertical extent of the die: 162 um

Global routing
  • GR Overflow Total: 0
  • Largest net degree at the start of global routing: 50
  • Number of global-route vias before repair: 8661
  • Aggregate global-route resource usage: 0.210
  • Antenna violations before repair: 0
  • First-pass GRT wire length: 41.3 mm

Min path
  • Hold Crit Class: reg -> reg
  • Startpoint of the worst hold path: sum[3][0]

Job
  • Maxcap violations: 0
  • Warning total across the stage logs: 25
## cell families after synthesis
kind of cell	after synthesis
XOR/XNOR	40
flip-flops	99
AND/OR/NAND/NOR	331
AND-OR/OR-AND	107
multiplexers	42
adder cells (fa/ha/maj)	334
buffers and inverters	385
## sequential cells by signal (all words and copies together) (netlist names)
| signal | flops |
|---|---|
| sum | 59 |
| coff | 32 |
| data_in_r | 8 |
## routing by layer
layer | GRT usage | routed length [um] | vias to the layer above
li1 | - | - | 4028
met1 | 0.300 | 10300 | 4148
met2 | 0.370 | 12300 | 84
met3 | 0.0346 | 650 | 9
met4 | 0.0133 | 173 | 0
met5 | 0 | 0 | -
## metrics by stage
stage | hold slack, ps | instance area (um^2) | utilization
after detailed placement | 480 | 13300 | 0.531
after CTS | 502 | 13600 | 0.541
after global placement | 492 | 13300 | 0.531
final | 506 | 13600 | 0.541
after floorplan | 456 | 12800 | -
after global routing | 516 | 13600 | 0.541
## synth_stat cells, types with 3 or more instances
library cell	n	area (um^2)
sky130_fd_sc_hd__nor4_1	4	25.0
sky130_fd_sc_hd__a211oi_1	6	45.0
sky130_fd_sc_hd__o211ai_1	3	22.5
sky130_fd_sc_hd__nand3_1	7	35.0
sky130_fd_sc_hd__buf_1	3	11.3
sky130_fd_sc_hd__o21a_1	10	75.1
sky130_fd_sc_hd__nor3_1	8	40.0
sky130_fd_sc_hd__a21oi_1	31	155
sky130_fd_sc_hd__dfrtp_1	99	2480
sky130_fd_sc_hd__xor2_1	10	87.6
sky130_fd_sc_hd__nand2b_1	3	18.8
sky130_fd_sc_hd__nand2_1	117	439
sky130_fd_sc_hd__mux2_2	41	462
sky130_fd_sc_hd__clkbuf_1	44	165
sky130_fd_sc_hd__a21o_1	10	75.1
sky130_fd_sc_hd__inv_1	337	1260
sky130_fd_sc_hd__o21ai_0	19	95.1
sky130_fd_sc_hd__nor2_1	28	105
sky130_fd_sc_hd__ha_1	148	1850
sky130_fd_sc_hd__and2_1	150	938
sky130_fd_sc_hd__xnor2_1	30	263
sky130_fd_sc_hd__nor2b_1	5	31.3
sky130_fd_sc_hd__o21bai_1	5	37.5
sky130_fd_sc_hd__fa_1	186	3720
## path summary, 6_finish.rpt
kind | end | depth (start not counted) | slack (ps)
min in group asynchronous | sum[0][16] | 1 | 720
worst max register to register | sum[1][17] | 17 | 1210
worst min register to register | sum[2][0] | 1 | 510
worst min-delay path | sum[2][0] | 1 | 510
max in group asynchronous | sum[2][4] | 3 | 4040
worst max-delay path | sum[1][17] | 17 | 1210
## cell type report
class | instances | area, um^2 | area share
Multi-Input combinational cell | 854 | 8830 | 0.650
Inverter | 337 | 1260 | 0.0931
Timing Repair Buffer | 38 | 343 | 0.0252
Clock inverter | 3 | 15.0 | 0.00110
Clock buffer | 12 | 246 | 0.0181
Tap cell | 330 | 413 | 0.0304
Sequential cell | 99 | 2480 | 0.182
